<file path="flow/design.v">
module counter(
    input clk,           
    output [6:0] seg,     
    output [3:0] an       
);
    wire slow_clk;
    reg [3:0] count = 0;
    assign an = 4'b0001;  
    clock_divider u1(.clk(clk),.slow_clk(slow_clk));
    always @(posedge slow_clk) begin
        if (count == 9)
            count <= 0;
        else
            count <= count + 1;
    end
    seven_segment_decoder u2(.digit(count),.seg(seg));
endmodule
module clock_divider(
    input clk,           
    output reg slow_clk 
);
    reg [25:0] counter = 0;
    always @(posedge clk) begin
        if (counter >= 25_000_000) begin
            counter <= 0;
            slow_clk <= ~slow_clk;
        end else begin
            counter <= counter + 1;
        end
    end
endmodule
module seven_segment_decoder(
    input [3:0] digit,
    output reg [6:0] seg
);
    always @(*) begin
        case (digit)
            4'd0: seg = 7'b1000000;
            4'd1: seg = 7'b1111001;
            4'd2: seg = 7'b0100100;
            4'd3: seg = 7'b0110000;
            4'd4: seg = 7'b0011001;
            4'd5: seg = 7'b0010010;
            4'd6: seg = 7'b0000010;
            4'd7: seg = 7'b1111000;
            4'd8: seg = 7'b0000000;
            4'd9: seg = 7'b0010000;
            default: seg = 7'b1111111;
        endcase
    end
endmodule
</file>
<file path="flow/run.sh">
#!/bin/bash
# OpenROAD 26Q1-2900-gdf79404cd8, Yosys 0.63+post, stock flow scripts
make -C /OpenROAD-flow-scripts/flow DESIGN_CONFIG=/design/flow/config.mk WORK_HOME=/design/flow/orfs finish
</file>
<file path="flow/config.mk">
export PLATFORM = sky130hd
export DESIGN_NAME = counter
export DESIGN_NICKNAME = counter
export VERILOG_FILES = /design/flow/design.v
export SDC_FILE = /design/flow/constraint.sdc
export NUM_CORES = 4
export LEC_CHECK = 1
export CORE_AREA = 10 10 106 106
export DIE_AREA = 0 0 116 116
</file>
<file path="flow/constraint.sdc">
current_design counter

set clk_period 4.8
set clk_io_pct 0.2

create_clock -name clk0 -period $clk_period [get_ports {clk}]

set non_clock_inputs [all_inputs -no_clocks]
set_input_delay [expr $clk_period * $clk_io_pct] -clock clk0 $non_clock_inputs
set_output_delay [expr $clk_period * $clk_io_pct] -clock clk0 [all_outputs]
</file>
==> Slide: Implementation Results <==
Physical Implementation Snapshot

Final timing
  – RSZ-0062 raised after global routing: false
  – Final Hold Fails: 0
  – Final setup violation count: 0
  – Count of unclocked register or latch pins: 4
  – Achievable Freq: 459 MHz
  – Hold slack: 502 ps
  – Slew margin rel.: 0.624
  – Slew Viols, Final: 0
  – Tcrit/Tclk final: 0.454
  – Clock skew: 3.09 ps
  – Worst Tran Pin Value: 558 ps
  – Minimum clock period: 2180 ps
  – Endpoints left unconstrained: 11
  – Final setup TNS: 0 ps

Run
  – Total tool warning count: 31
  – MaxCap Viol Count: 0

Clock tree
  – Clk ins delay skew pair: 270 ps
  – CTS tree: done
  – CTS max path bufs: 2
  – CTS root buffer: clkbuf_8
  – Cts bufs inserted: 3
  – Hold Buf Count CTS: 0
  – Clock slew at reported path FFs: 90 ps
  – H-tree level count: 1
  – Setup Buffers After CTS: 0
  – CTS resizes: 0

Yosys
  – Top cell types by occurrence after synthesis: dfxtp_1 (30), nor3_1 (17), nand2_1 (16)
  – Ys flops: 31
  – Mapped Cells: 193
  – Syn_area_per_cell: 8.54 um2
  – Synth top area share: 0.364
  – Ys Warns: 3
  – Async SR Flop Fraction: 0
  – Yosys stat area: 1650 um2
  – Post-synth EDFFs: 1
  – Leading area contributor after synthesis: dfxtp_1
  – Top-count cell post-synth: dfxtp_1
  – Synthesized area: 1650 um2
  – Synth Seq Share: 0.383
  – Main area contributors: dfxtp_1 (36%), ha_1 (5.3%), xnor2_1 (5.3%), nor3_1 (5.2%), nand2_1 (3.6%)
  – Ys cells: 193
  – Cell variety after synth: 41
  – Commonest flop: dfxtp_1

Cells and area
  – Final core occ: 0.210
  – Layout cells sized above 1: 0.0612
  – Reg area: 631 um2
  – Multi-input logic area: 932 um2
  – Syn-to-layout area delta: 12.6%
  – Fin cells: 304
  – Fill cell count: 968

Min path
  – Worst Min Path Start: u1.counter[23]$_SDFF_PP0_
  – Hold WC Path Type: register to register
  – WHS Path Cells: 1

Die
  – Die Height: 116 um
  – DIE WIDTH: 116 um
  – CORE AREA: 8850 um2
  – FP Core Util: 0.186
  – IO Pins: 12
  – Row count: 34
  – Die Size: 13500 um2

Routing
  – N_diodes: 0
  – Remaining DRCs: 0
  – DRT Pass-1 Iters: 4
  – Number of DRC markers in iteration 0: 92
  – WL per Instance: 9.90 um
  – Antenna-violating nets left: 0
  – Routed WL: 3.01 mm
  – Via Count: 1296
  – DR vias/cell: 4.26

Power
  – Pwr Density: 199 nW/um2
  – Worst vdd ir: 0.130 mV
  – LEAKAGE: 0.631 nW

Global routing
  – GRT Residual Overflow: 0
  – Vias in the first global route: 1153
  – Largest net degree at the start of global routing: 25
  – First-pass GRT wire length: 5.24 mm
  – Initial antenna violation count: 0
  – Overall Global Routing Usage: 0.0446

Placed design
  – DP HPWL: 2.14 mm
  – PortBufs: 7
  – Placed cell count: 300
  – Placer congestion estimate: 0.814

Critical path
  – Worst Setup End Kind: register
  – Crit path buffers/inverters: 0
  – Worst path slowest cell: or3_1
  – Top Family by Delay on Critical Path: simple AND/OR/NAND/NOR gates
  – Type of the worst setup path: register to register
  – Crit-path max FO: 8
  – Critical-path cell list: ha_1 > nand3_1 > or3_1 > or4_1 > a211oi_1
  – Worst Reg-to-Reg Cells: 5
  – Required arrival time at the worst endpoint: 4980 ps
  – Worst Setup SP: u1.counter[0]$_SDFF_PP0_
  – Crit path DAT: 2360 ps
  – Startpoint Class: register
  – R2r startpoint: u1.counter[0]$_SDFF_PP0_
  – Max incr delay on CP: 550 ps
  – Worst path depth: 5

Status
  – Status: finished, final reports clean
[routing by layer]
layer / GRT usage / part of all wire / up-vias
met5: 0 / 0 / -
met4: 0.00250 / 0 / 0
met3: 0.0110 / 0.038 / 0
met2: 0.0675 / 0.42 / 15
met1: 0.0661 / 0.54 / 580
li1: - / - / 701
[registers in the layout (all words and copies together), names as in the netlist]
signal / cells
count: 4
u1.counter: 26
u1.slow_clk: 1
[report_power, final]
part	switching, mW	internal [mW]
clock	0.0689	0.0581
combinational	0.00536	0.00307
sequential	0.00359	0.230
total	0.0779	0.291
[placed cells by master (no fill, tap or decap), types with 2 or more instances in the layout]
cell type and instances:
nand4_1 7, or3_1 2, xor2_1 6, o31ai_1 5
o41ai_1 2, o21ai_0 4, and4_1 3, inv_1 8
nor2_1 12, a21oi_1 6, xnor2_1 10, nor4_1 4
nor3_1 17, or4_1 7, dfxtp_1 30, conb_1 5
a31oi_1 3, ha_1 7, nand2_1 16, clkbuf_8 3
nand3_1 7, clkdlybuf4s50_1 7, a211oi_1 6
[cell families after synthesis]
group,count (synthesis),share of synthesized area
AND-OR/OR-AND,31,0.128
XOR/XNOR,16,0.0850
adder cells (fa/ha/maj),7,0.0531
buffers and inverters,21,0.0585
flip-flops,31,0.383
multiplexers,1,0.00607
other,2,0.00456
AND/OR/NAND/NOR,84,0.282
[area by class of cell]
type	instances	area share
clock buffers	3	0.0223
clock inverters	1	0.00270
inverters	9	0.0182
multi-input cells	144	0.502
flip-flops and latches	31	0.340
well taps	108	0.0728
repair buffers	8	0.0418
[stage by stage]
stage | setup slack (ps) | instance area, um2 | power, mW
floorplan | 2850 | 1660 | 0.248
global placement | 2740 | 1810 | 0.247
detailed placement | 2680 | 1810 | 0.248
CTS | 2640 | 1860 | 0.375
global route | 2460 | 1860 | 0.388
finish | 2620 | 1860 | 0.369
[worst paths after layout]
path	slack, ps	endpoint
setup reg to reg	2620	u1.counter[22]$_SDFF_PP0_
setup / recovery	2620	u1.counter[22]$_SDFF_PP0_
hold reg to reg	500	u1.counter[23]$_SDFF_PP0_
hold / removal	500	u1.counter[23]$_SDFF_PP0_
No activity file was given, so power comes from the tool's default toggle rates.
