### ./run.sh
#!/bin/bash
# OpenROAD 26Q1-2900-gdf79404cd8, Yosys 0.63+post, stock flow scripts
make -C /OpenROAD-flow-scripts/flow DESIGN_CONFIG=/design/flow/config.mk WORK_HOME=/design/flow/orfs finish
### ./config.mk
export PLATFORM = sky130hd
export DESIGN_NAME = digital_clock
export DESIGN_NICKNAME = digital_clock
export VERILOG_FILES = /design/flow/design.v
export SDC_FILE = /design/flow/constraint.sdc
export NUM_CORES = 4
export LEC_CHECK = 1
export CORE_UTILIZATION = 40
### ./constraint.sdc
current_design digital_clock

set clk_period 5.6
set clk_io_pct 0.2

create_clock -name clk0 -period $clk_period [get_ports {clk}]

set non_clock_inputs [all_inputs -no_clocks]
set_input_delay [expr $clk_period * $clk_io_pct] -clock clk0 $non_clock_inputs
set_output_delay [expr $clk_period * $clk_io_pct] -clock clk0 [all_outputs]
### ./design.v
module digital_clock(
    input clk,                 
    output reg [6:0] seg,      
    output reg [3:0] an,
    output reg led       
);
    reg [25:0] counter_1hz = 0;
    reg clk_1hz = 0;
    parameter MAX_COUNT_1HZ = 25_000_000 - 1; 
    always @(posedge clk) begin
        if (counter_1hz == MAX_COUNT_1HZ) begin
            counter_1hz <= 0;
            clk_1hz <= ~clk_1hz;
        end else begin
            counter_1hz <= counter_1hz + 1;
        end
    end
    reg [5:0] minutes = 0;
    reg [4:0] hours = 0;
    reg [5:0] seconds = 0;
    always @(posedge clk_1hz) begin
        if(seconds==59) begin
          seconds<=0;
          if (minutes == 59) begin
            minutes <= 0;
            if (hours == 23)
                hours <= 0;
            else
                hours <= hours + 1;
          end 
          else begin
            minutes <= minutes + 1;
          end
        end
        else begin
           seconds<=seconds+1;
           led<=~led;
        end
    end
    wire [3:0] digit0 = minutes % 10; 
    wire [3:0] digit1 = minutes / 10; 
    wire [3:0] digit2 = hours % 10;    
    wire [3:0] digit3 = hours / 10;    
    reg [15:0] mux_counter = 0;
    reg [1:0] mux_sel = 0;
    always @(posedge clk) begin
        if (mux_counter == 49_999) begin  
            mux_counter <= 0;
            mux_sel <= mux_sel + 1;
        end else begin
            mux_counter <= mux_counter + 1;
        end
    end
    function [6:0] seg_decoder;
        input [3:0] digit;
        begin
            case (digit)
                4'd0: seg_decoder = 7'b1000000;
                4'd1: seg_decoder = 7'b1111001;
                4'd2: seg_decoder = 7'b0100100;
                4'd3: seg_decoder = 7'b0110000;
                4'd4: seg_decoder = 7'b0011001;
                4'd5: seg_decoder = 7'b0010010;
                4'd6: seg_decoder = 7'b0000010;
                4'd7: seg_decoder = 7'b1111000;
                4'd8: seg_decoder = 7'b0000000;
                4'd9: seg_decoder = 7'b0010000;
                default: seg_decoder = 7'b1111111;
            endcase
        end
    endfunction
    always @(*) begin
        case (mux_sel)
            2'd0: begin
                an = 4'b1000;
                seg = seg_decoder(digit0);
            end
            2'd1: begin
                an = 4'b0100; 
                seg = seg_decoder(digit1);
            end
            2'd2: begin
                an = 4'b0010;
                seg = seg_decoder(digit2);
            end
            2'd3: begin
                an = 4'b0001; 
                seg = seg_decoder(digit3);
            end
        endcase
    end
endmodule
==> git commit body <==
Refresh implementation metrics

- Cts repair resizes: 0
* TritonCTS clock tree: done
* First-pass GRT wire length: 13200 um
- Worst-path cell chain: inv_1 > ha_1 > nand2_1 > a211o_1 > nand4_1 > o211a_1 > clkdlybuf4s50_1
- Max Cap Viol: 0
* Top cells by area: sky130_fd_sc_hd__dfxtp_1 (23%), sky130_fd_sc_hd__edfxtp_1 (11%), sky130_fd_sc_hd__ha_1 (10%)
- Critical Path Start Type: flip-flop
- The die covers 10900 um^2.
- The core region is 10200 um^2.
- At the worst endpoint, the arrival time is 2.24 ns.
- Switching share of power: 0.201
- Proportion of register bits with asynchronous set or reset after synthesis: 0
- Entering global routing, the biggest net connects 22 pins.
- Gate family responsible for the most delay along the worst path: buffers and inverters
- The analysis reports a worst IR drop on VDD of 0.156 mV.
* Power density over the cells: 114 nW/um^2
- The launch point of the worst min-delay path is recorded as counter_1hz[4]$_SDFF_PN0_.
- Counting pins that exceed their max-slew limit in the final report gives 0.
- In the final report, the number of hold violations comes to 0.
- Dominant cell by count in the synthesized netlist: sky130_fd_sc_hd__nor2_1
- Final Critical Period: 3.36 ns
- The finished layout holds 625 standard cells, fillers aside.
- The worst register-to-register path has a depth of 7.
* Post-placement cell count: 617
- Per the post-route antenna check, the number of violating nets is 0.
* CTS clock-pin slew for the worst setup and hold paths: 0.08 ns
- Clock latency on the worst-skew pair: 0.29 ns
* Die height: 104 um
- Of the total power, the clock network draws 0.370.
- The power report attributes to the sequential group a share of 0.630.
* Post-detailed-route wirelength per cell: 12.0 um
* Crit Path Max Fanout: 7
- Per the layout report, the design carries 1004 filler cells.
- Hold analysis shows the worst path with a depth of 1.
- Dividing the final minimum period by the clock period gives 0.600.
- Counting the warning lines in the Yosys log gives 1.
- The first TritonRoute pass finished after 4 iterations.
* Gp weighted congestion: 0.823
- Worst Setup Slack, final: 2.24 ns
* Final tally of setup violations: 0
- Count of unclocked register or latch pins: 18
- The final layout reports a setup TNS of 0 ns.
- Post-synthesis cell type count: 73
* Cell type contributing the most total cell area after synthesis: sky130_fd_sc_hd__dfxtp_1
- Summed over all nets, the switching power comes to 103 uW.
- Fraction of synthesized cell area taken by the top area cell type: 0.229
* Sort of element at the end of the critical path: primary output
- Per the synth stats, the flop cell with the highest instance count is sky130_fd_sc_hd__dfxtp_1.
* Result of the run: finished, final reports clean
- In this run the register-to-register setup slack is 3.53 ns.
* Reg-to-reg startpoint: counter_1hz[8]$_SDFF_PN0_
* Clock buffer count from CTS: 5
* Hold/Removal Path Class: reg -> reg
* Initial cell density of the core: 0.411
- Commonest cells post-synth: sky130_fd_sc_hd__nor2_1 (55), sky130_fd_sc_hd__dfxtp_1 (48), sky130_fd_sc_hd__nand2_1 (47), sky130_fd_sc_hd__ha_1 (35), sky130_fd_sc_hd__inv_1 (28)
* Number of standard cells reported by yosys: 479
* Worst path slowest cell: sky130_fd_sc_hd__clkdlybuf4s50_1
- Summed over all nets, the half-perimeter wirelength after detailed placement is 5700 um.
- The final antenna diode tally reported by the flow is 0.
- The DRC violation total left in the routed layout is recorded as 0.
- For hold timing, the worst endpoint is counter_1hz[4]$_SDFF_PN0_.
- Vias: 3199
* I/O pins: 13
- Biggest cell delay along the critical path: 0.45 ns
- The number of antenna violations at the first check in global routing came to 0.
- Clock root buffer: sky130_fd_sc_hd__clkbuf_8
* Number of I/O port buffers: 12
- RSZ-0062 raised after global routing: false
* Via density: 5.12
* Vias in the first global route: 2947
- The share of the Yosys chip area taken by registers is 0.336.
- The floorplan has 37 rows.
- Number of enable flip-flop cells: 15
* Capture instance of the worst register-to-register path: counter_1hz[21]$_SDFF_PN0_
- Cell internal power was estimated by the tool at 409 uW.
- Seq cells post-synth: 63
- The tool warning count for the run is 46.
- GR Overflow Total: 0
* Sequential cell area in the final layout: 1410 um^2
- Of the total power, combinational logic draws 0.
* Area of the mapped netlist: 4200 um^2
- The first routing iteration left 201 violations.
* Post-synth area from yosys stat: 4200 um^2
- The die is 104 um wide.
* Setup bufs post-CTS: 0
* Number of standard cells after synthesis: 479
- In the global route stage, overall resource usage came out at 0.146.
* Place WS: 2.56 ns
- For the pin with the worst max-slew slack, the measured transition is 0.701 ns.
- 31 endpoints have no timing constraint.
- In this run, post-CTS hold repair placed 0 buffers.
- CTS reports a maximum clock tree buffer depth of 2.
* Type of the setup path with the least slack: reg -> out
- Share of final-layout standard cells stronger than drive strength 1: 0.0613
- In the final layout, the multi-input gates occupy 2570 um^2.
- The critical path contains buffers and inverters numbering 2 combined.
- Leak: 0.00188 uW
* Max_slew headroom: 0.529
- From synthesis to final layout, the design area changed by 6.94%.
- In the final run the clock tree shows a worst skew of 0.00791 ns.
* Number of H-tree branching levels: 2
- Smallest hold slack: 0.453 ns
* Per-instance average area after synthesis: 8.77 um^2
- The required time at the worst endpoint is listed as 4.48 ns.
- The detailed router reported a total wirelength of 7500 um.
- Based on the critical path, the design can be clocked at up to 0.298 GHz.
==> metal layers <==
metal  vias up  part of all wire  global-route usage
li1       1718                 -                   -
met4         0             0.013              0.0184
met2        27              0.44               0.228
met3        10             0.018              0.0147
met1      1444              0.53               0.228
met5         -                 0                   0
==> worst max path at each step <==
| stage | startpoint | endpoint | slack, ns | depth (start not counted) |
|---|---|---|---|---|
| final | mux_sel[0]$_DFFE_PN_ | seg[3] | 2.24 | 7 |
| after global routing | mux_sel[0]$_DFFE_PN_ | seg[6] | 2.08 | 6 |
| after CTS | mux_sel[0]$_DFFE_PN_ | seg[6] | 2.23 | 6 |
==> state kept, by name (all words and copies together) (netlist names) <==
name / cells
led: 1
seconds: 6
counter_1hz: 26
minutes: 6
clk_1hz: 1
mux_sel: 2
mux_counter: 16
hours: 5
==> cells in the final DEF, fill, tap and decap left out, types with 3 or more instances in the layout <==
cell type                         Yosys  layout
sky130_fd_sc_hd__a21o_1               4       4
sky130_fd_sc_hd__a21oi_1             20      20
sky130_fd_sc_hd__and2_1               4       4
sky130_fd_sc_hd__and3_1              14      14
sky130_fd_sc_hd__buf_4                1       4
sky130_fd_sc_hd__clkbuf_8             3       5
sky130_fd_sc_hd__clkdlybuf4s50_1      0      12
sky130_fd_sc_hd__dfxtp_1             48      48
sky130_fd_sc_hd__edfxtp_1            15      15
sky130_fd_sc_hd__ha_1                35      35
sky130_fd_sc_hd__inv_1               28      28
sky130_fd_sc_hd__mux2i_1              4       4
sky130_fd_sc_hd__nand2_1             47      47
sky130_fd_sc_hd__nand2b_1             3       3
sky130_fd_sc_hd__nand3_1             21      21
sky130_fd_sc_hd__nand4_1             11      11
sky130_fd_sc_hd__nand4b_1             5       5
sky130_fd_sc_hd__nor2_1              55      55
sky130_fd_sc_hd__nor2b_1             12      12
sky130_fd_sc_hd__nor3_1               4       4
sky130_fd_sc_hd__nor4b_1              3       3
sky130_fd_sc_hd__o211a_1              6       6
sky130_fd_sc_hd__o211ai_1             6       6
sky130_fd_sc_hd__o21a_1               3       3
sky130_fd_sc_hd__o21ai_0             20      20
sky130_fd_sc_hd__o31a_1               3       3
sky130_fd_sc_hd__or3_1                5       5
sky130_fd_sc_hd__xnor2_1             15      15
sky130_fd_sc_hd__xor2_1              24      24
==> cell type report <==
cell class                      count  area share
Multi-Input combinational cell    374       0.573
Sequential cell                    63       0.314
Tap cell                          136      0.0379
Timing Repair Buffer               16      0.0334
Inverter                           28      0.0234
Clock buffer                        6      0.0162
Clock inverter                      2     0.00223
==> cell families (layout without fill, tap and decap cells) <==
kind of cell,Yosys count,count (layout),share of synthesized area
simple gates,200,200,0.246
compound gates,93,93,0.163
flops,63,63,0.336
buf+inv,42,52,0.0515
xor+xnor,39,39,0.0813
fa+ha+maj,36,36,0.107
mux,6,6,0.0149
==> per-stage QoR <==
stage | instance area, um^2 | total power [uW] | utilization
2_1_floorplan | 4200 | 330 | -
3_3_place_gp | 4410 | 330 | 0.431
3_5_place_dp | 4410 | 330 | 0.431
4_1_cts | 4490 | 521 | 0.439
5_1_grt | 4490 | 535 | 0.439
6_report | 4490 | 512 | 0.439
==> power by group through the flow <==
stage     Clock [uW]  Combinational (uW)  Sequential (uW)
4_1_cts          198             0.00128              323
6_report         189             0.00128              323
5_1_grt          213             0.00128              323
Power figures rest on the tool's default switching activity, not on a simulated workload.
