File: ./design.v
module led_blink(
    input clk,            
    output reg led  
    );
    reg [25:0] counter = 0;
    parameter MAX_COUNT = 25000000;
    always @(posedge clk) 
    begin
        if (counter == MAX_COUNT - 1) begin
            counter <= 0;
            led <= ~led; 
        end 
        else begin
            counter <= counter + 1;
        end
    end
endmodule
File: ./run.sh
#!/bin/bash
# OpenROAD 26Q1-2900-gdf79404cd8, Yosys 0.63+post, stock flow scripts
make -C /OpenROAD-flow-scripts/flow DESIGN_CONFIG=/design/flow/config.mk WORK_HOME=/design/flow/orfs finish
File: ./config.mk
export PLATFORM = sky130hd
export DESIGN_NAME = led_blink
export DESIGN_NICKNAME = led_blink
export VERILOG_FILES = /design/flow/design.v
export SDC_FILE = /design/flow/constraint.sdc
export NUM_CORES = 4
export LEC_CHECK = 1
export CORE_AREA = 10 10 96 96
export DIE_AREA = 0 0 106 106
File: ./constraint.sdc
current_design led_blink

set clk_period 3.6
set clk_io_pct 0.2

create_clock -name clk0 -period $clk_period [get_ports {clk}]

set non_clock_inputs [all_inputs -no_clocks]
set_input_delay [expr $clk_period * $clk_io_pct] -clock clk0 $non_clock_inputs
set_output_delay [expr $clk_period * $clk_io_pct] -clock clk0 [all_outputs]
==> flow_metrics.env <==
# flow metrics
export IMPL_status="completed"
export IMPL_synth_distinct_cells=27
export IMPL_wl_um=2260
export IMPL_max_freq_ghz=0.451
export IMPL_worst_path_max_fanout=9
export IMPL_yosysMostFrequentCell="dfxtp_1"
export IMPL_stdcell_area_um2=1380
export IMPL_crit_type="reg -> reg"
export IMPL_hold_violations=0
export IMPL_worstPathRequired_ns=3.82
export IMPL_gp_congestion=0.783
export IMPL_grt_max_degree=17
export IMPL_num_antenna_cells=0
export IMPL_placed_area_um2=1330
export IMPL_core_area_um2=7210
export IMPL_final_setup_tns_ns=0
export IMPL_port_buffers=1
export IMPL_cts_clk_slew_worst_paths_ns=0.10
export IMPL_warnings=25
export IMPL_slew_viol_final=0
export IMPL_common_cells="26 x dfxtp_1, 11 x nor2_1, 10 x nand3_1"
export IMPL_area_leaders="dfxtp_1 44%, xor2_1 6.6%, xnor2_1 5.1%"
export IMPL_syn_avg_cell_area_um2=9.04
export IMPL_io_pins=2
export IMPL_routed_via_density=4.00
export IMPL_drv_cap=0
export IMPL_period_used_pct=61.6
export IMPL_numSynthFlops=27
export IMPL_dr_pass1_iters=4
export IMPL_ys_warn_count=1
export IMPL_grt_pass1_wl_um=3770
export IMPL_h_tree_depth=1
export IMPL_arrival_ns=2.44
export IMPL_r2r_setup_slack_ns=1.38
export IMPL_worstMarginPinSlew_ns=0.816
export IMPL_edf_count=1
export IMPL_switching_share_pct=20.5
export IMPL_grt_total_usage_pct=3.84
export IMPL_numClockSinks=27
export IMPL_syn2layout_area_growth_pct=15.3
export IMPL_sequentialPowerShare_pct=63.0
export IMPL_cts_tree="built"
export IMPL_p_leak_nw=0.522
export IMPL_fp_utilization_pct=16.5
export IMPL_async_flop_share_pct=0
export IMPL_synthCells=132
export IMPL_intPower_uw=379
export IMPL_worstSetupEndpointType="register"
export IMPL_start_kind="register"
export IMPL_ff_type="dfxtp_1"
export IMPL_drive_gt1_share_pct=6.67
export IMPL_cts_hold_buf=0
export IMPL_yosys_area_um2=1190
export IMPL_grt_pass1_vias=809
export IMPL_post_cts_resized=0
export IMPL_die_area_um2=11200
export IMPL_hpwl_um=1570
export IMPL_ys_cells=132
export IMPL_globalRouteOverflowTotal=0
export IMPL_drt_initial_drc_count=61
export IMPL_cts_buffers=3
export IMPL_comb_power_share_pct=0
export IMPL_wl_per_cell_um=9.64
export IMPL_ys_seq_share_pct=46.1
export IMPL_largest_area_cell="dfxtp_1"
export IMPL_nFillCells=827
export IMPL_cts_root_buf="clkbuf_8"
export IMPL_setup_viol=0
export IMPL_antenna_found_initial=0
export IMPL_p_per_area_nw_per_um2=346
export IMPL_vias=935
export IMPL_cts_setup_buffers=0
export IMPL_hold_class="reg -> reg"
export IMPL_p_switching_uw=97.4
export IMPL_clk_latency_ns=0.27
export IMPL_slew_headroom_pct=45.2
export IMPL_die_width_um=106
export IMPL_rsz0062_at_grt="no"
export IMPL_skew_ns=0.00805
export IMPL_drc=0
export IMPL_pwr_share_clk_pct=37.0
export IMPL_postRouteAntennaNets=0
export IMPL_synth_cell_area_um2=1190
export IMPL_die_h_um=106
export IMPL_netlist_area_leader_share_pct=43.6
export IMPL_irDropWorstVdd_mv=0.208
export IMPL_fin_crit_ns=2.22
export IMPL_clockBufferDepth=2
export IMPL_rows=31
==> power groups by stage <==
stage	clock network, mW	logic, mW	registers (mW)
after CTS	0.182	0.000000279	0.300
after global routing	0.189	0.000000279	0.300
final	0.176	0.000000279	0.300
==> metrics by stage <==
stage / hold WS, ns / power, mW / util [%] / worst slack [ns] / instances
2_1_floorplan: 0.432 / 0.307 / - / 1.56 / 132
3_3_place_gp: 0.448 / 0.307 / 18.4 / 1.44 / 230
3_5_place_dp: 0.454 / 0.307 / 18.4 / 1.42 / 230
4_1_cts: 0.472 / 0.482 / 19.1 / 1.40 / 234
5_1_grt: 0.489 / 0.489 / 19.1 / 1.24 / 234
6_report: 0.467 / 0.476 / 19.1 / 1.38 / 234
==> routing by layer <==
layer,wire length (µm),vias up,global-route usage (%)
met1,1220,434,5.52
met5,0,-,0
met4,31,0,0.387
li1,-,484,-
met2,927,13,5.87
met3,71,4,0.979
==> layout make-up <==
class | count | area (µm²) | area share, %
multi-input cells | 98 | 621 | 45.1
well taps | 99 | 124 | 9.00
clock inverters | 1 | 7.51 | 0.545
inverters | 4 | 15.0 | 1.09
repair buffers | 2 | 17.5 | 1.27
flip-flops and latches | 27 | 551 | 40.0
clock buffers | 3 | 41.3 | 3.00
==> worst max-delay path, stage by stage (launching register included) <==
cell and delay, ns:
dfxtp_1 0.40, ha_1 0.27, nand4_1 0.11, or4_1 0.69
or4_4 0.57, a21oi_2 0.13
==> flip-flops by register name (all words and copies together), names as in the netlist <==
name	cells
led	1
counter	26
==> cell usage in the layout (no fill, tap or decap), types with 5 or more instances in the layout <==
cell,Yosys,layout
nand2_1,9,9
or4_1,5,5
nor2_1,11,11
nand3_1,10,10
a21oi_1,7,7
nand4_1,8,8
dfxtp_1,26,26
xnor2_1,7,7
or3_1,5,5
xor2_1,9,9
==> worst paths after layout <==
path                                  to  cells after the start                    from
setup / recovery  counter[24]$_SDFF_PN0_                      5   counter[0]$_SDFF_PN0_
hold / removal    counter[25]$_SDFF_PN0_                      1  counter[25]$_SDFF_PN0_
setup reg to reg  counter[24]$_SDFF_PN0_                      5   counter[0]$_SDFF_PN0_
hold reg to reg   counter[25]$_SDFF_PN0_                      1  counter[25]$_SDFF_PN0_
==> logic make-up (layout without fill, tap and decap cells) <==
logic type / count (synthesis) / in the layout / share of synthesized area [%]
simple gates: 65 / 65 / 30.8
flops: 27 / 27 / 46.1
compound gates: 16 / 16 / 7.86
xor+xnor: 16 / 16 / 11.7
buf+inv: 7 / 10 / 2.41
fa+ha+maj: 1 / 1 / 1.05
No activity file was given, so power comes from the tool's default toggle rates.
